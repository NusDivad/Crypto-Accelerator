## design.v

```verilog
`timescale 1ns / 1ps
module newRead(clk, msg, out);
    input clk;
    input [7:0] msg;
    output reg out;
    reg [27:0] index = 28'b0;
    always @ (posedge clk)
        begin
            if(out == 1)
            begin
                index = index + 1;
                if(index == 268435455)
                begin
                    out = ~out;
                    index = 0;
                end
            end
            if(out == 0)
            begin
                if(msg == 8'b00000000)
                begin
                    out = ~out;
                end
            end
        end
endmodule
module splitter(clk, msg, out);
    input clk;
    input [15:0] msg;
    output reg [7:0] out;
    reg number = 0;
    always @ (posedge clk)
        begin
            if(number == 0)
                begin out <= msg[7:0]; end
            if(number == 1)
                begin out <= msg[15:8]; end
            number = ~number;
        end
endmodule
```

## run.sh

```bash
#!/bin/bash
# OpenROAD 26Q1-2900-gdf79404cd8, Yosys 0.63+post, stock flow scripts
make -C /OpenROAD-flow-scripts/flow DESIGN_CONFIG=/design/flow/config.mk WORK_HOME=/design/flow/orfs finish
```

## config.mk

```make
export PLATFORM = sky130hd
export DESIGN_NAME = newRead
export DESIGN_NICKNAME = newRead
export VERILOG_FILES = /design/flow/design.v
export SDC_FILE = /design/flow/constraint.sdc
export NUM_CORES = 4
export LEC_CHECK = 1
export CORE_UTILIZATION = 30
```

## constraint.sdc

```tcl
current_design newRead

set clk_period 6.3
set clk_io_pct 0.2

create_clock -name clk0 -period $clk_period [get_ports {clk}]

set non_clock_inputs [all_inputs -no_clocks]
set_input_delay [expr $clk_period * $clk_io_pct] -clock clk0 $non_clock_inputs
set_output_delay [expr $clk_period * $clk_io_pct] -clock clk0 [all_outputs]
```

==> notes.md <==
Status of the implementation.

- Setup violations remaining at the end of the flow were counted as 0.
- Looking at the worst setup and hold paths, the clock pins of their registers show a slew of 70 ps.
- Dividing the final minimum period by the clock period gives 0.542.
- The fraction of synthesized cell area taken by the top area cell type is 0.451, for reference.
- The transition time at the pin with the least slew margin is 537 ps, for reference.
- The internal reg-to-reg setup slack is 2890 ps, for reference.
- Looking at the clock tree report, the H-tree level count equals 2.
- The start point of the worst hold path is index[23], for reference.
- The count of inserted antenna diode cells is 0, for reference.
- Per the GRT congestion report, total overflow comes to 0.
- Post-synth the commonest register cell is sky130_fd_sc_hd__edfxtp_1.
- For the worst reg-to-reg path, the endpoint reported by OpenROAD is index[6].
- The cell type with the largest total area after synthesis is sky130_fd_sc_hd__edfxtp_1, for reference.
- The cell area that synthesis handed to floorplanning was ~1900 um2.
- The slew check shows that the tightest pin keeps a relative margin of 0.637.
- The synthesis report lists the most area-consuming cells as sky130_fd_sc_hd__edfxtp_1, sky130_fd_sc_hd__xnor2_1, sky130_fd_sc_hd__nor2_1.
- The number of fill cells in the layout is 591, for reference.
- The number of vias after detailed routing is around 1400, for reference.
- The floorplan step set the die height to 80.8 um.
- The distinct cell type count of the synthesized netlist is 38, for reference.
- The static leakage is 0.664 nW, for reference.
- For the final routed database, the setup TNS stands at 0 ps.
- Counting instances, the worst hold path has a depth of 2.
- The data arrival time of the worst path is 3440 ps, for reference.
- Counting flops with a built-in enable in the synthesized netlist gives 28.
- The share of cells above drive strength 1 is 0.122, for reference.
- The worst setup path is captured at a flop.
- The sink of the worst hold path is index[23], for reference.
- The maximum number of pins on one net before global-route repair is 31, for reference.
- According to the report, the first pass of detailed routing completed in 4 iterations.
- In the synthesized netlist the async set-or-reset flop fraction comes to 0.
- Setup repair after global routing left no endpoint under its margin.
- The residual antenna-violating net count after detailed routing is 0, for reference.
- The via count of the first global-routing pass was between 1000 and 1500.
- CTS placed an instance of sky130_fd_sc_hd__clkbuf_8 at the clock tree root.
- STA reports the tightest min-delay check as being of type flop to flop.
- The least setup slack across all paths after layout is 2890 ps, for reference.
- The average detailed-routed wire length per instance is 13.5 um, for reference.
- Once layout is done, the placed cells without fillers occupy 2140 um2.
- The clock latency on the worst-skew pair is around 280 ps, for reference.
- The total power per unit cell area is 257 nW/um2, for reference.
- The biggest fanout along the worst timing path is 16, for reference.
- Total global-route track usage over all layers is 0.125.
- The number of standard cells reported by yosys is 186, for reference.
- The final timing report lists a hold violation count of 0.
- The report puts the cell count of the worst reg-to-reg path at 8.
- Total power for the finished layout comes to 0.551 mW.
- The number of synthesized register bits is 29, for reference.
- Input and output buffers added on the ports amount to 9.
- The sum of net half-perimeters after detailed placement is 2620 um, for reference.
- CTS added clock buffers totalling 5.
- After layout, the setup clock skew is reported as ~6.5 ps.
- The clock drives 29 sinks.
- Warnings raised by the tools during the run amount to 26.
- The synthesis stats list as the most numerous cell sky130_fd_sc_hd__edfxtp_1.
- Detailed placement reports a standard cell area of roughly 2000 um2.
- The post-placement worst setup slack is 2880 ps, for reference.
- For the finished layout, the period the worst path requires is between 3000 and 4000 ps.
- The OpenROAD report gives the critical path a required time of 6320 ps.
- The floorplan has 28 rows.
- The core utilization at floorplan is 0.313, for reference.
- Per STA, the startpoint of the critical path is index[0].
- 10 I/O pins were placed.
- The area growth from synthesis to final layout is 14.9%, for reference.
- The number of gates resized after CTS was 0.
- STA classifies the critical path startpoint as a flop.
- The run finished with clean final reports.
- For this run, the detailed router reports a per-instance via density of 5.09.
- The remaining routing DRC violations is 0, for reference.
- The number of synthesis warnings is 1, for reference.
- For reference, the most critical setup path is categorized as flop to flop.
- The die width is a little over 80 um, for reference.
- The final layout contains routed wiring with a total length of 3680 um.
- The portion of the post-synthesis area used by sequential elements is 0.462, for reference.
- In this run the maximum-capacitance check reported violations numbering 0.
- The maximum root-to-sink buffer count is 2, for reference.
- For this design, the CTS-stage hold fixing added 0 buffers.
- The worst ir drop on vdd is 130 uV, for reference.
- The iteration-0 DRC count of the detailed router is 87, for reference.
- The final estimated routing congestion in global placement is 0.885, for reference.
- The synthesized netlist handed to floorplanning was reported with a cell count of 186.
- For reference, the post-synthesis area per instance comes to 10.0 um2.
- Sorting the synthesized cells by how often they occur yields sky130_fd_sc_hd__edfxtp_1, sky130_fd_sc_hd__nor2_1, sky130_fd_sc_hd__xnor2_1.
- The final max-slew violation count is 0, for reference.
- The area of the core region is 5960 um2, for reference.
- The initial antenna violation count is 0, for reference.
- Per the placement report, the placed cell count is 264.
- TritonCTS built the clock tree.
- The stat command in Yosys gives a chip area of 1860 um2.
- The finished layout holds 272 standard cells, fillers aside.
- The peak clock frequency supported by timing is 293 MHz, for reference.
- The reg-to-reg startpoint is index[0], for reference.
- Post-CTS timing repair inserted 0 buffers for setup.
- The chip occupies 6530 um2.
- The global-route wire length before repair is 6180 um, for reference.
-- power by group --
group          total [mW]  internal [mW]  switching, mW
sequential          0.258          0.236         0.0222
combinational      0.0633         0.0284         0.0349
clock               0.229          0.157         0.0718
total               0.551          0.422          0.129
-- sequential cells by signal, summed over array words and instances (netlist names) --
register  count
index        28
out           1
-- routing by layer --
layer	global-route usage	share of wire
met1	0.219	0.51
met2	0.163	0.43
met3	0.0285	0.052
met4	0.0196	0.0063
met5	0	0
-- worst max-delay path, cell delays in order (launching register included) --
cell and delay [ps]:
sky130_fd_sc_hd__edfxtp_1 500, sky130_fd_sc_hd__ha_1 330, sky130_fd_sc_hd__nand4_1 220, sky130_fd_sc_hd__or4_1 460
sky130_fd_sc_hd__a222oi_1 310, sky130_fd_sc_hd__or4b_4 530, sky130_fd_sc_hd__nor4_4 380, sky130_fd_sc_hd__buf_4 340
sky130_fd_sc_hd__nor2_1 90
-- how the worst max path moves through the flow --
stage	endpoint	slack, ps	cells after the start
finish	index[6]	2890	8
global route	index[6]	2610	8
CTS	index[7]	2870	8
-- layout by cell type, fill, tap and decap left out, types with 2 or more instances in the layout --
cell and n:
sky130_fd_sc_hd__xor2_1 8, sky130_fd_sc_hd__and3_1 4, sky130_fd_sc_hd__nor2_2 8, sky130_fd_sc_hd__ha_1 2, sky130_fd_sc_hd__nor4_1 12, sky130_fd_sc_hd__o21ai_0 2
sky130_fd_sc_hd__nand4_1 12, sky130_fd_sc_hd__and2_1 2, sky130_fd_sc_hd__buf_4 2, sky130_fd_sc_hd__or3_1 3, sky130_fd_sc_hd__o311ai_0 3, sky130_fd_sc_hd__nor3_1 5
sky130_fd_sc_hd__a21oi_1 3, sky130_fd_sc_hd__bufinv_16 2, sky130_fd_sc_hd__and2b_1 2, sky130_fd_sc_hd__nand3_1 12, sky130_fd_sc_hd__nand2_1 8, sky130_fd_sc_hd__clkbuf_8 5
sky130_fd_sc_hd__nor2_1 25, sky130_fd_sc_hd__or4_1 2, sky130_fd_sc_hd__edfxtp_1 28, sky130_fd_sc_hd__inv_1 7, sky130_fd_sc_hd__xnor2_1 15, sky130_fd_sc_hd__clkdlybuf4s50_1 9
-- cell families after synthesis --
kind of cell,Yosys count,share of synthesized area
simple gates,103,0.318
flops,29,0.462
xor+xnor,23,0.108
buf+inv,15,0.0436
compound gates,14,0.0550
fa+ha+maj,2,0.0134
-- cell type report --
| cell class | count | area (um2) | area share |
|---|---|---|---|
| multi-input combinational | 142 | 922 | 0.430 |
| clock inverter | 3 | 65.1 | 0.0304 |
| inverter | 7 | 26.3 | 0.0123 |
| sequential | 29 | 861 | 0.402 |
| timing repair buffer | 11 | 105 | 0.0491 |
| tap | 75 | 93.8 | 0.0438 |
| clock buffer | 5 | 68.8 | 0.0321 |
-- stage by stage --
step	utilization	hold slack, ps
floorplan	-	593
global placement	0.337	637
detailed placement	0.337	646
CTS	0.360	660
global route	0.360	699
finish	0.360	660
Power and IR drop assume default switching activity.
